### ./config.mk
export PLATFORM = sky130hd
export DESIGN_NAME = bcd_adder
export DESIGN_NICKNAME = bcd_adder
export VERILOG_FILES = /design/flow/design.v
export SDC_FILE = /design/flow/constraint.sdc
export NUM_CORES = 4
export LEC_CHECK = 1
export CORE_AREA = 10 10 70 70
export DIE_AREA = 0 0 80 80
### ./constraint.sdc
current_design bcd_adder

set clk_period 6.5
set clk_io_pct 0.2

create_clock -name clk0 -period $clk_period

set non_clock_inputs [all_inputs -no_clocks]
set_input_delay [expr $clk_period * $clk_io_pct] -clock clk0 $non_clock_inputs
set_output_delay [expr $clk_period * $clk_io_pct] -clock clk0 [all_outputs]
### ./design.v
module adder_4bit(input [3:0]x,input [3:0]y,input cin,
output [3:0]s, output cout);
wire p,q,r;
full_adder m1(x[0], y[0], cin, s[0], p);
full_adder m2(x[1], y[1], p, s[1], q);
full_adder m3(x[2], y[2], q, s[2], r);
full_adder m4(x[3], y[3], r, s[3], cout);
endmodule
module bcd_adder(input [3:0]a, input [3:0]b, input c0, output [3:0]s, output cout);
wire [3:0]z;
wire k, carry,c1;
wire [3:0]y;
assign c1=0;
adder_4bit m1(a, b, c0, z, k);
assign cout= k|z[3]&z[2]|z[3]&z[1];
assign y[0] =0;
assign y[3] =0;
assign y[2] =cout;
assign y[1] =cout;
adder_4bit m2(y, z, c1, s, carry);
endmodule
module bcd_adder_tb();
reg [3:0]a; reg [3:0]b; reg c0; wire [3:0]s; wire cout;
bcd_adder u1(.a(a), .b(b), .c0(c0), .s(s), .cout(cout));
initial begin
	$dumpfile("bcd.vcd");
	$dumpvars(-1, u1);
end
initial begin
a=4'b0000;b=4'b0000;c0=1'b0;#10;
a=4'b0110;b=4'b1001;c0=1'b0;#10;
a=4'b0011;b=4'b0011;c0=1'b1;#10;
a=4'b0100;b=4'b0101;c0=1'b0;#10;
a=4'b1000;b=4'b0010;c0=1'b0;#10;
a=4'b1001;b=4'b1001;c0=1'b1;#10;
end
endmodule
module full_adder(x,y,z,s,c);
input x,y,z;
output s,c;
assign s=x^y^z;
assign c=x&y|z&(x^y);
endmodule
### ./run.sh
#!/bin/bash
# OpenROAD 26Q1-2900-gdf79404cd8, Yosys 0.63+post, stock flow scripts
make -C /OpenROAD-flow-scripts/flow DESIGN_CONFIG=/design/flow/config.mk WORK_HOME=/design/flow/orfs finish
==> Changelog: implementation <==
### Physical design

- Post-Place Cells: roughly 80
- Cell count after synthesis: 24
- Vias in the first global route: around 190
- Count of warning messages emitted by the tools: 32
- Worst-path fanout max: 2
- Top layer in use: met3
- Routed length on met3: ~200 um
- Chip area line of the yosys report: approximately 210 um^2
- Setup slack of the critical path after layout: 501.4 ps
- Reg area: 0 um^2
- # Cells Yosys: 24
- Remaining design rule violation count: 0
- Quantity of hold-fixing buffers added after cts: 0
- # Max-Cap Violations: 0
- Port Buffers: 14
- Core region area: around 3400 um^2
- Setup TNS after final layout: 0 ps
- Maximum VDD drop: between 30 and 40 uV
- Static Leak: 0.1659 nW
- Worst-case setup slack after placement: 480.2 ps
- Slew @ Worst Pin: 120.6 ps
- Crit path top cell by count: sky130_fd_sc_hd__fa_1
- Count of pins over their slew limit: 0
- Unique cell type count in the Yosys netlist: 8
- Final-layout fill cell count: approximately 400
- Max_slew headroom: between 90% and 100%
- Total congestion overflow after global routing: 0
- Number of vias in the routed layout: ~150
- Die outline width: roughly 80 um
- Hold/Removal Path Class: input port to output pin
- Post-layout min period: about 6000 ps
- Critical Path Start Type: input port
- RSZ-0062 raised after global routing: no
- Die ar.: around 6400 um^2
- GR Util All Layers: between 1.5 and 2%
- Proportion of layout cells with a drive suffix above 1: 0%
- Row cnt: 21
- Number of violations reported at the end of detailed-routing iteration 0: 5
- Via density per instance: ~1.9
- Cell types occupying the most area after synthesis: sky130_fd_sc_hd__fa_1 (48%), sky130_fd_sc_hd__inv_1 (18%), sky130_fd_sc_hd__buf_4 (15%), sky130_fd_sc_hd__ha_1 (6.1%), sky130_fd_sc_hd__xor2_1 (4.2%)
- Sequential share of the synthesized area: 0%
- Resized cells post-CTS: 0
- Initial antenna violation count: 0
- Synthesized area: between 200 and 250 um^2
- Final design utilization: between 10 and 15%
- Crit-path slowest cell: sky130_fd_sc_hd__clkdlybuf4s50_1
- Most used standard cell by instance count after synthesis: sky130_fd_sc_hd__inv_1
- Area of placed instances: roughly 370 um^2
- Cell accounting for the most synthesized area: sky130_fd_sc_hd__fa_1
- Vertical die dimension: 80 um
- Syn. warnings: 0
- Clock buffer count in the final layout: 0
- Fin. Hold Viols: 0
- Achievable frequency: 0.1667 GHz
- Slowest cell delay on critical path: 490 ps
- Family of cells with the greatest summed delay on the critical path: adder cells
- Maximum number of pins on one net before global-route repair: 3
- Total antenna diodes in the routed design: 0
- Area share of the leading cell type in the synthesized netlist: around half
- Crit path buf inv count: 4
- Starting density of the core: 6.044%
- Worst hold slack across all endpoints: 3690 ps
- Final HPWL DP: roughly 530 um
- Io pins: 14
- Final cycle utilization of the critical path: a little over 90%
- Startpoint-to-endpoint class of the critical path: input port to output pin
- Endpoint type of the worst setup path: output pin
- Iteration count of the initial detailed-routing pass: 2
- Global placer's final weighted congestion: 0.7998
- Area overhead of the layout relative to synthesis: 81.21%
- Wire length on met2: 125 um
- First-pass GRT wire length: approximately 830 um
- Detailed-route wire length on metal 1: 209 um
- Final routed wirelength across all metal layers: between 500 and 600 um
- Syn Area/Cell: 8.602 um^2
- Required time of the critical path: 5200 ps
- Number of buffers added for setup after CTS: 0
- Final std cells w/o fill: ~80
- Post-detailed-route count of antenna-violating nets: 0
- Pwr dens: 129.9 nW/um^2
- Average wire per cell in the routed design: about 6.7 um
- Critical path, cell by cell: clkdlybuf4s50_1 > fa_1 > inv_1 > fa_1 > fa_1 > fa_1 > a21o_1 > nand2_1 > ha_1 > inv_1 > fa_1 > xor2_1 > clkdlybuf4s50_1
- Arr. time, crit path: roughly 4700 ps
- Post-Layout Inst Area: around 370 um^2
- Flip-flop and latch count: 0
- Result of the run: complete, no violations
- Top cell types by occurrence after synthesis: sky130_fd_sc_hd__inv_1 (10), sky130_fd_sc_hd__fa_1 (5), sky130_fd_sc_hd__buf_4 (4)
- Final tally of setup violations: 0
- Power consumption: about 0.05 mW
-- layout make-up --
class                      count  area (um^2)  share of cell area, %
inverter                      10        37.54                  10.03
multi-input combinational     10        138.9                  37.12
tap                           46        57.56                  15.38
timing repair buffer          14        140.1                  37.46
-- cells by family (layout without fill, tap and decap cells) --
| kind of cell | after synthesis | in the layout | synth area share, % |
|---|---|---|---|
| adders and majority gates | 6 | 6 | 54.55 |
| AOI/OAI and AO/OA | 1 | 1 | 3.638 |
| and+or+nand+nor | 2 | 2 | 4.849 |
| xor gates and xnor gates | 1 | 1 | 4.243 |
| buffers and inverters | 14 | 24 | 32.73 |
-- power breakdown --
group	leakage, nW	switching [mW]	internal [mW]
Sequential	0	0	0
Combinational	0.166	0.0157	0.0329
Clock	0	0	0
Total	0.166	0.0157	0.0329
-- final timing paths --
| check | cells after the start | slack [ps] | to | start |
|---|---|---|---|---|
| worst max-delay path | 13 | 500 | s[3] | a[0] |
| worst min-delay path | 3 | 3690 | s[0] | c0 |
-- cells in the final DEF (no fill, tap or decap), drive strengths merged --
master / count
clkdlybuf4s50: 14
inv: 10
fa: 5
a21o: 1
and2: 1
nand2: 1
xor2: 1
ha: 1
-- layer usage --
metal	GRT usage (%)	vias up
met5	0	-
met3	2.045	0
li1	-	81
met1	1.680	58
met4	0	0
met2	2.167	12
Power is estimated from default activity; no workload was simulated.
