==> flow/design.v <==
module carry_look_ahead(input [2:0]a, input [2:0]b,
input c0, output [2:0]s, output cout);
wire p0,p1,p2;  
wire g0,g1,g2;  
wire c1,c2;
xor(p0,a[0],b[0]);
and(g0,a[0],b[0]);
xor(p1,a[1],b[1]);
and(g1,a[1],b[1]);
xor(p2,a[2],b[2]);
and(g2,a[2],b[2]);
xor(s[0],p0,c0);
assign c1=g0|c0&p0;
xor(s[1],p1,c1);
assign c2=g1|p1&c0|p1&p0&c0;
xor(s[2],p2,c2);
assign cout=g2|p2&g1|p2&p1&g0|p2&p1&p0&c0;
endmodule
module carry_look_ahead_tb();
reg [2:0]a;
 reg [2:0]b;
 reg c0;
wire [2:0]s;
wire cout;
carry_look_ahead u1(.a(a), .b(b), .c0(c0), .s(s), .cout(cout));
initial begin
	$dumpfile("carry_adder.vcd");
	$dumpvars(-1,u1);
end
initial begin
a=3'b000;b=3'b000;c0=1'b0;#10;
a=3'b000;b=3'b000;c0=1'b1;#10;
a=3'b001;b=3'b000;c0=1'b0;#10;
a=3'b000;b=3'b001;c0=1'b1;#10;
a=3'b101;b=3'b101;c0=1'b0;#10;
a=3'b101;b=3'b101;c0=1'b1;#10;
a=3'b111;b=3'b000;c0=1'b0;#10;
a=3'b000;b=3'b111;c0=1'b1;#10;
a=3'b111;b=3'b111;c0=1'b0;#10;
a=3'b111;b=3'b111;c0=1'b1;#10;
end
endmodule
==> flow/run.sh <==
#!/bin/bash
# OpenROAD 26Q1-2900-gdf79404cd8, Yosys 0.63+post, stock flow scripts
make -C /OpenROAD-flow-scripts/flow DESIGN_CONFIG=/design/flow/config.mk WORK_HOME=/design/flow/orfs finish
==> flow/config.mk <==
export PLATFORM = sky130hd
export DESIGN_NAME = carry_look_ahead
export DESIGN_NICKNAME = carry_look_ahead
export VERILOG_FILES = /design/flow/design.v
export SDC_FILE = /design/flow/constraint.sdc
export NUM_CORES = 4
export LEC_CHECK = 1
export CORE_AREA = 10 10 70 70
export DIE_AREA = 0 0 80 80
==> flow/constraint.sdc <==
current_design carry_look_ahead

set clk_period 1.8
set clk_io_pct 0.2

create_clock -name clk0 -period $clk_period

set non_clock_inputs [all_inputs -no_clocks]
set_input_delay [expr $clk_period * $clk_io_pct] -clock clk0 $non_clock_inputs
set_output_delay [expr $clk_period * $clk_io_pct] -clock clk0 [all_outputs]
==> qor.csv <==
metric,value,unit
outcome,"complete, no violations",
1st-iter DRT viols,0,
Clock buffer cells,0,
Core Footprint,3420,µm²
top cells by count,"4 x inv_1, 3 x ha_1, 2 x a21oi_1, 2 x xnor2_1",
Leakage,0.150,nW
Sequential Area,0,µm²
maximum fanout along the worst path,2,
fmax,577,MHz
Worst Hold Depth,5,
Max VDD drop,0.0246,mV
Hold/Removal Path Class,in -> out,
Yosys Chip Area,118,µm²
Worst setup SP type,primary input,
Fin Setup TNS,0,ns
Starting Density,3.44,%
antenna violations before repair,0,
Area after DPL,300,µm²
Placer Congestion,0.762,
# diodes,0,
Max transition margin,91.6,%
Max Slew Vio Count,0,
met1 usage,1.52,%
register share after synthesis,0,%
Post-route DRC,0,
Internal Power,56.2,µW
first-pass GRT wire length,738,µm
Area leader share,31.9,%
GRT Residual Overflow,0,
logic area,131,µm²
Vias,153,
Netlist cell types,8,
crit end category,output port,
largest net degree at the start of global routing,4,
post-layout period usage,96.4,%
"Avg Cell Area, Syn",7.84,µm²
"Req. time, crit path",1.44,ns
critical path class,in -> out,
ys cells,15,
Logic pwr share,100.0,%
chip height,80,µm
NetSw,27.5,µW
GRT Max-Usage Layer,met2,
fin crit period,1.73,ns
design area,345,µm²
drt total wl,470,µm
maxcap violations,0,
Initial DRT Pass Iterations,1,
Sw Ratio,32.8,%
"area leader, netlist",ha_1,
endpoints failing setup,0,
HP Start,a[0],
sink of the worst hold path,s[0],
flip-flops,0,
Site Rows,21,
cell with the most instances after synthesis,inv_1,
post-route ant nets,0,
synth warn,0,
Pwr per Cell Area,242,nW/µm²
met2 usage,2.49,%
P&R area growth vs syn,194,%
clock power share,0,%
GRT Total Usage,1.36,%
vias in the first global route,161,
routing usage on met3,0.568,%
Tool Warnings,32,
share of layout cells above drive strength 1,46.7,%
"Arr. time, crit path",1.37,ns
"top cells, area","ha_1 32%, fa_1 17%, xnor2_1 15%",
Post-Syn Instances,15,
Top Ports,11,
PortBufs,11,
routed vias/inst,2.01,
worst slew pin tran,0.126,ns
post-DR wirelength/cell,6.18,µm
unrepaired setup endpoints after global routing,no,
"Cell Area, Synth",118,µm²
Reg power frac,0,%
total die size,6400,µm²
fill count,398,
die width,80,µm
"Hold Vio Cnt, Final",0,
layout make-up:
| type | count | area share, % |
|---|---|---|
| Timing Repair Buffer | 15 | 40.9 |
| Multi-Input combinational cell | 11 | 38.0 |
| Tap cell | 46 | 16.7 |
| Inverter | 4 | 4.35 |
power by group through the flow:
| stage | Combinational, mW | Clock, mW | Sequential [mW] |
|---|---|---|---|
| after CTS | 0.0854 | 0 | 0 |
| final | 0.0837 | 0 | 0 |
| after global routing | 0.0940 | 0 | 0 |
stage by stage:
step | hold WS, ns | setup slack [ns] | cells | util (%) | total power [mW]
final | 1.15 | 0.0654 | 76 | 10.1 | 0.0837
after global routing | 1.17 | 0.0154 | 76 | 10.1 | 0.0940
after CTS | 1.27 | 0.000986 | 76 | 9.85 | 0.0854
after detailed placement | 1.82 | -0.535 | 74 | 8.79 | 0.0783
after global placement | 1.80 | -0.515 | 74 | 8.79 | 0.0776
after floorplan | 0.829 | 0.505 | 15 | - | 0.0249
worst max-delay path, stage by stage:
cell and delay, ns:
dlygate4sd2_1 0.26, ha_4 0.25, buf_6 0.11, a21oi_2 0.09, o21ai_1 0.06, dlygate4sd2_1 0.23
worst max path at each step:
stage         startpoint  endpoint  slack, ns  cells past startpoint
global route        b[2]      cout       0.02                      6
finish              b[2]      cout       0.07                      6
CTS                 a[0]      s[0]      0.001                      5
routing by layer:
layer / vias up / share of wire, %
li1: 78 / -
met1: 67 / 40
met2: 8 / 47
met3: 0 / 14
met4: 0 / 0
met5: - / 0
timing repair:
item	4_1_cts	5_1_grt
pin swaps	5	1
buffers inserted	2	0
endpoints found under the setup margin	4	1
resized	29	2
hold buffers	0	0
cells by family (layout without fill, tap and decap cells):
| family | count (synthesis) | in the layout | synth area share, % |
|---|---|---|---|
| compound gates | 4 | 4 | 20.2 |
| xor+xnor | 2 | 2 | 14.9 |
| fa+ha+maj | 4 | 4 | 48.9 |
| buf+inv | 4 | 19 | 12.8 |
| simple gates | 1 | 1 | 3.19 |
layout by cell type (no fill, tap or decap), types with 2 or more instances in the layout:
cell type and instances:
buf_4 3, dlygate4sd2_1 7, a21oi_2 2, buf_6 4
inv_2 3, xnor2_1 2, ha_4 2
Power figures rest on the tool's default switching activity, not on a simulated workload.
